--- /design/flow/run.sh ---
#!/bin/bash
# OpenROAD 26Q1-2900-gdf79404cd8, Yosys 0.63+post, stock flow scripts
make -C /OpenROAD-flow-scripts/flow DESIGN_CONFIG=/design/flow/config.mk WORK_HOME=/design/flow/orfs finish
--- /design/flow/config.mk ---
export PLATFORM = sky130hd
export DESIGN_NAME = BCD_counter
export DESIGN_NICKNAME = BCD_counter
export VERILOG_FILES = /design/flow/design.v
export SDC_FILE = /design/flow/constraint.sdc
export NUM_CORES = 4
export LEC_CHECK = 1
export CORE_AREA = 10 10 97 97
export DIE_AREA = 0 0 107 107
--- /design/flow/design.v ---
module BCD_counter (EN,CLR,CLK,BCD0,BCD1,BCD2,BCD3, BCD4, BCD5);
	input EN,CLR,CLK;
	output reg [3:0] BCD0,BCD1,BCD2,BCD3,BCD4,BCD5;
	always @(posedge CLK)
	begin
		if (CLR)
		begin
			BCD0 <= 4'b0000;
			BCD1 <= 4'b0000;
			BCD2 <= 4'b0000;
			BCD3 <= 4'b0000;
			BCD4 <= 4'b0000;
			BCD5 <= 4'b0000;
		end
		else 
		begin
			if (EN)
		   begin
				if (BCD0 == 4'b1001)
				begin
					BCD0 <= 0;
					if (BCD1 == 4'b1001)
					begin
						BCD1 <= 0;
						if (BCD2 == 4'b1001)
						begin
							BCD2 <= 0;
							if (BCD3 == 4'b1001)
							begin
								BCD3 <= 0;
								if (BCD4 == 4'b1001)
								begin
									BCD4 <= 0;
									if (BCD5 == 4'b1001)
										BCD5 <= 0;
									else
										BCD5 <= BCD5 + 1;
								end
								else
									BCD4 <= BCD4 + 1;
							end
							else
								BCD3 <= BCD3 + 1;
						end
						else
							BCD2 <= BCD2 + 1;
					end
					else
						BCD1 <= BCD1 + 1;
				end
				else
					BCD0 <= BCD0 + 1;
			end
		end
	end
endmodule
--- /design/flow/constraint.sdc ---
current_design BCD_counter

set clk_period 3.6
set clk_io_pct 0.2

create_clock -name clk0 -period $clk_period [get_ports {CLK}]

set non_clock_inputs [all_inputs -no_clocks]
set_input_delay [expr $clk_period * $clk_io_pct] -clock clk0 $non_clock_inputs
set_output_delay [expr $clk_period * $clk_io_pct] -clock clk0 [all_outputs]
==> impl_results.html <==
<h2>Implementation results</h2>
<table>
<tr><th>Metric</th><th>Value</th></tr>
<tr><th colspan="2">Outcome</th></tr>
<tr><td>Status</td><td>completed</td></tr>
<tr><th colspan="2">Global routing</th></tr>
<tr><td>Largest net degree at the start of global routing</td><td>27</td></tr>
<tr><td>Number of antenna violations at the first check in global routing</td><td>0</td></tr>
<tr><td>Aggregate global routing overflow</td><td>0</td></tr>
<tr><td>Global-route usage over all layers</td><td>5.323%</td></tr>
<tr><td>First-pass GRT wire length</td><td>5147 um</td></tr>
<tr><td>Via count of the first global-routing pass</td><td>1048</td></tr>
<tr><th colspan="2">Critical path</th></tr>
<tr><td>Setup crit start kind</td><td>primary input</td></tr>
<tr><td>Minimum setup slack among reg-to-reg paths</td><td>1720 ps</td></tr>
<tr><td>Worst reg2reg endpoint</td><td>BCD5[3]$_SDFFE_PP0P_</td></tr>
<tr><td>Worst Reg2Reg Path Length in Cells</td><td>4</td></tr>
<tr><td>Arrival time of data at the critical path endpoint</td><td>2570 ps</td></tr>
<tr><td>Crit path max fanout</td><td>14</td></tr>
<tr><td>Class of the most critical setup path</td><td>primary input to flop</td></tr>
<tr><td>Cell with the biggest individual delay on the critical path</td><td>clkdlybuf4s50_1</td></tr>
<tr><td>Startpoint of the most critical register-to-register path</td><td>BCD1[3]$_SDFFE_PP0P_</td></tr>
<tr><td>Required time of the critical path</td><td>3800 ps</td></tr>
<tr><td>Cell Chain, Critical Path</td><td>clkdlybuf4s50_1, and4b_1, nand3_4, or4_1, a31oi_1</td></tr>
<tr><td>Delay of the slowest cell on the worst path</td><td>550 ps</td></tr>
<tr><td>CP endpoint kind</td><td>flop</td></tr>
<tr><th colspan="2">Die</th></tr>
<tr><td>Floorplan Utilization</td><td>17.78%</td></tr>
<tr><td>Std-Cell Core Area</td><td>7292 um2</td></tr>
<tr><td>Number of primary I/O pins</td><td>27</td></tr>
<tr><td>Standard-cell rows</td><td>31</td></tr>
<tr><td>Full die area</td><td>11450 um2</td></tr>
<tr><td>Die Y</td><td>107 um</td></tr>
<tr><td>Die width</td><td>107 um</td></tr>
<tr><th colspan="2">Timing</th></tr>
<tr><td>Post-route worst setup slack</td><td>1232 ps</td></tr>
<tr><td>Final tally of setup violations</td><td>0</td></tr>
<tr><td>Upper clock frequency limit</td><td>422.3 MHz</td></tr>
<tr><td>Hold Worst Slack</td><td>518.9 ps</td></tr>
<tr><td>Actual slew at the worst max-slew pin</td><td>376.8 ps</td></tr>
<tr><td>Final count of hold timing violations</td><td>0</td></tr>
<tr><td>Rel. slew slack</td><td>74.83%</td></tr>
<tr><td>Setup repair after global routing missed its margin</td><td>no</td></tr>
<tr><td>Setup skew after layout</td><td>3.957 ps</td></tr>
<tr><td>Final-layout setup total negative slack</td><td>0 ps</td></tr>
<tr><td>Shortest clock period the worst path allows after layout</td><td>2368 ps</td></tr>
<tr><td>Post-layout period usage of the worst path</td><td>65.78%</td></tr>
<tr><td>Final slew viol count</td><td>0</td></tr>
<tr><th colspan="2">Route</th></tr>
<tr><td>Vias post-DR</td><td>1165</td></tr>
<tr><td>Length of the first detailed-routing pass in iterations</td><td>3</td></tr>
<tr><td>Residual DRC count</td><td>0</td></tr>
<tr><td>Remaining antenna violation count after routing</td><td>0</td></tr>
<tr><td>Detailed Route Iter0 Violations</td><td>47</td></tr>
<tr><td>Number of diodes</td><td>0</td></tr>
<tr><td>Post-Route WL</td><td>3137 um</td></tr>
<tr><td>Routed wire length per instance</td><td>11.41 um</td></tr>
<tr><td>Vias/cell</td><td>4.236</td></tr>
<tr><th colspan="2">Flow run</th></tr>
<tr><td>Number of warning messages in the logs</td><td>25</td></tr>
<tr><td>Max-Cap Viols</td><td>0</td></tr>
<tr><th colspan="2">Clock network</th></tr>
<tr><td>Clock latency on the worst-skew pair</td><td>260 ps</td></tr>
<tr><td>Clock sinks</td><td>24</td></tr>
<tr><td>CTS hold repair buffers</td><td>0</td></tr>
<tr><td>Setup fix buffers added after clock tree synthesis</td><td>0</td></tr>
<tr><td>Resized Gates After CTS</td><td>0</td></tr>
<tr><td>Maximum clock path buffer count</td><td>2</td></tr>
<tr><td>TritonCTS Buffers</td><td>3</td></tr>
<tr><td>Master cell of the clock root buffer</td><td>clkbuf_8</td></tr>
<tr><td>Clock tree from TritonCTS</td><td>yes</td></tr>
<tr><td>Clock slew at the register clock pins of the worst setup and hold paths</td><td>80 ps</td></tr>
<tr><td>H-tree Lvls</td><td>1</td></tr>
<tr><th colspan="2">Placed design</th></tr>
<tr><td>Hpwl dp</td><td>2300 um</td></tr>
<tr><td>Placement-stage worst setup slack</td><td>953.4 ps</td></tr>
<tr><td>Cells after DPL</td><td>272</td></tr>
<tr><td>Quantity of I/O buffers inserted on ports</td><td>26</td></tr>
<tr><td>Routability congestion estimate from global placement</td><td>0.7615</td></tr>
<tr><th colspan="2">Synth</th></tr>
<tr><td>Yosys cell count</td><td>152</td></tr>
<tr><td>Yosys Chip Area</td><td>1296 um2</td></tr>
<tr><td>Fraction of synthesized cell area taken by the top area cell type</td><td>37.07%</td></tr>
<tr><td>Top area cells in the synthesized netlist</td><td>dfxtp_1 37%, a21oi_1 5.0%, nor2_1 4.3%, nor2b_1 4.3%, o21ai_0 4.2%</td></tr>
<tr><td>Ys flops</td><td>24</td></tr>
<tr><td>Yosys warns</td><td>1</td></tr>
<tr><td>Syn Inst Count</td><td>152</td></tr>
<tr><td>Synth unique cells</td><td>39</td></tr>
<tr><td>Share of the yosys chip area belonging to registers</td><td>37.07%</td></tr>
<tr><td>Avg Inst Size Synth</td><td>8.528 um2</td></tr>
<tr><td>Area leader, netlist</td><td>dfxtp_1</td></tr>
<tr><td>Synthesized area</td><td>1296 um2</td></tr>
<tr><th colspan="2">Finish</th></tr>
<tr><td>Area added between synthesis and finish</td><td>29.54%</td></tr>
<tr><td>Final Util</td><td>23.03%</td></tr>
<tr><td>Number of non-filler instances in the completed layout</td><td>275</td></tr>
<tr><td>Fraction of layout instances using a drive strength above 1</td><td>6.250%</td></tr>
<tr><th colspan="2">Power</th></tr>
<tr><td>Power Density</td><td>266.8 nW/um2</td></tr>
<tr><td>Comb pwr share</td><td>3.9%</td></tr>
<tr><td>Switching power</td><td>0.09639 mW</td></tr>
<tr><td>Largest vdd supply drop</td><td>0.1282 mV</td></tr>
<tr><td>Int Power</td><td>0.3516 mW</td></tr>
<tr><td>Clk pwr share</td><td>35.6%</td></tr>
<tr><td>Part of the total power dissipated in sequential elements</td><td>60.5%</td></tr>
<tr><td>Fraction of power spent switching nets</td><td>21.51%</td></tr>
<tr><td>Leakage</td><td>0.5213 nW</td></tr>
<tr><th colspan="2">Min path</th></tr>
<tr><td>Instance count along the most critical hold path</td><td>2</td></tr>
<tr><td>End of the worst hold path</td><td>BCD2[3]$_SDFFE_PP0P_</td></tr>
<tr><td>Min-Delay Startpoint</td><td>BCD2[3]$_SDFFE_PP0P_</td></tr>
<tr><td>Classification of the worst-slack hold path</td><td>flop to flop</td></tr>
</table>
## power groups by stage
stage                 Combinational, mW  Sequential, mW  Clock, mW
after CTS                        0.0179           0.271      0.168
after global routing             0.0198           0.272      0.179
final                            0.0175           0.271      0.159
## worst max-delay path by stage
| stage | startpoint | end | cells after the start |
|---|---|---|---|
| CTS | EN | BCD5[3]$_SDFFE_PP0P_ | 5 |
| global route | EN | BCD5[3]$_SDFFE_PP0P_ | 5 |
| finish | EN | BCD5[3]$_SDFFE_PP0P_ | 5 |
## sequential cells by signal, summed over array words and instances, names as in the netlist
signal  cells
BCD0        4
BCD1        4
BCD2        4
BCD3        4
BCD4        4
BCD5        4
## cell usage after synthesis, drive strengths merged
library cell	n
or4b	1
or3b	1
nand2b	1
nor4b	1
xor2	3
dfxtp	24
and3b	2
dlygate4sd1	1
nor3b	2
mux2i	2
clkbuf	2
and2	1
a31oi	3
nand2	7
nand4b	1
nand4	4
nor3	3
and4bb	1
inv	3
nor4	3
o21ai	11
nand3b	2
and4b	1
mux2	2
or4	6
buf	3
nor2	15
and2b	4
nand3	7
or3	2
nor4bb	2
and4	1
and3	1
o31ai	4
nor2b	9
xnor2	3
a21oi	13
## area by class of cell
cell class	instances	area, um2
clock buffers	3	41.29
fillers	834	5613
inverters	3	11.26
multi-input cells	119	754.5
flip-flops and latches	24	480.5
well taps	99	123.9
repair buffers	27	267.8
## through the flow
step	total power [mW]	area (um2)
floorplan	0.2869	1296
global placement	0.2953	1638
detailed placement	0.2953	1638
CTS	0.4570	1679
global route	0.4710	1679
finish	0.4480	1679
## metal layers
| metal | track usage [%] | wire length [um] | vias to the layer above |
|---|---|---|---|
| met3 | 2.183 | 227 | 4 |
| li1 | - | - | 611 |
| met4 | 0.3868 | 20 | 0 |
| met1 | 7.085 | 1497 | 531 |
| met2 | 8.253 | 1392 | 19 |
| met5 | 0 | 0 | - |
## cell families after synthesis
family                    synth area share, %
xor gates and xnor gates                4.055
buffers and inverters                   4.730
muxes                                   3.282
and+or+nand+nor                         37.84
DFF                                     37.07
AOI/OAI and AO/OA                       13.03
## layout by cell type (no fill, tap or decap), drive strengths merged
| cell | Yosys | routed |
|---|---|---|
| a31oi | 3 | 3 |
| nor2b | 9 | 9 |
| nor4b | 1 | 1 |
| nor2 | 15 | 15 |
| mux2i | 2 | 2 |
| xnor2 | 3 | 3 |
| nor4bb | 2 | 2 |
| nor4 | 3 | 3 |
| or3 | 2 | 2 |
| nor3b | 2 | 2 |
| dfxtp | 24 | 24 |
| or4 | 6 | 6 |
| nor3 | 3 | 3 |
| nand2b | 1 | 1 |
| and2 | 1 | 1 |
| and4 | 1 | 1 |
| nand4 | 4 | 4 |
| xor2 | 3 | 3 |
| or4b | 1 | 1 |
| and4bb | 1 | 1 |
| nand2 | 7 | 7 |
| a21oi | 13 | 13 |
| and2b | 4 | 4 |
| mux2 | 2 | 2 |
| nand3 | 7 | 7 |
| nand4b | 1 | 1 |
| or3b | 1 | 1 |
| clkdlybuf4s50 | 0 | 26 |
| o21ai | 11 | 11 |
| clkbuf | 2 | 3 |
| and3 | 1 | 1 |
| and3b | 2 | 2 |
| inv | 3 | 3 |
| buf | 3 | 1 |
| o31ai | 4 | 4 |
| and4b | 1 | 1 |
| nand3b | 2 | 2 |
## worst max-delay path, delay by kind of cell
kind | cells | cell delay [ps]
buffers and inverters | 1 | 550
and+or+nand+nor | 3 | 1130
AOI/OAI and AO/OA | 1 | 160
Power is estimated from default activity; no workload was simulated.
