**config.mk**
```make
export PLATFORM = sky130hd
export DESIGN_NAME = Go
export DESIGN_NICKNAME = Go
export VERILOG_FILES = /design/flow/design.v
export SDC_FILE = /design/flow/constraint.sdc
export NUM_CORES = 4
export LEC_CHECK = 1
export CORE_UTILIZATION = 30
```
**constraint.sdc**
```tcl
current_design Go

set clk_period 5.0
set clk_io_pct 0.2

create_clock -name clk0 -period $clk_period [get_ports {clock}]

set non_clock_inputs [all_inputs -no_clocks]
set_input_delay [expr $clk_period * $clk_io_pct] -clock clk0 $non_clock_inputs
set_output_delay [expr $clk_period * $clk_io_pct] -clock clk0 [all_outputs]
```
**run.sh**
```bash
#!/bin/bash
# OpenROAD 26Q1-2900-gdf79404cd8, Yosys 0.63+post, stock flow scripts
make -C /OpenROAD-flow-scripts/flow DESIGN_CONFIG=/design/flow/config.mk WORK_HOME=/design/flow/orfs finish
```
**design.v**
```verilog
module Go(clock, HEX0, HEX1, HEX2, HEX3, HEX4, HEX5);
	input clock;
	output reg [7:0] HEX0, HEX1, HEX2, HEX3, HEX4, HEX5;
	reg [2:0] state;
	initial state=3'b000;
	integer counter;
	parameter G=8'b10000010;
	parameter O=8'b11000000;
	parameter B=8'b10000000;
	parameter U=8'b11000001;
	parameter F=8'b10001110;
	parameter S=8'b10010010;
	parameter space=8'b11111111;
	always@(posedge clock)
		if (counter == 10000000) begin
		case(state)
			3'b000: begin
				HEX5=G;
				HEX4=O;
				HEX3=space;
				HEX2=B;
				HEX1=U;
				HEX0=F;
				state=3'b001;
			end
			3'b001: begin
				HEX5=O;
				HEX4=space;
				HEX3=B;
				HEX2=U;
				HEX1=F;
				HEX0=F;
				state=3'b0010;
			end
			3'b010: begin
				HEX5=space;
				HEX4=B;
				HEX3=U;
				HEX2=F;
				HEX1=F;
				HEX0=S;
				state=3'b011;
			end
			3'b011: begin
				HEX5=B;
				HEX4=U;
				HEX3=F;
				HEX2=F;
				HEX1=S;
				HEX0=space;
				state=3'b100;
			end
			3'b100: begin
				HEX5=U;
				HEX4=F;
				HEX3=F;
				HEX2=S;
				HEX1=space;
				HEX0=space;
				state=3'b101;
			end
			3'b101: begin
				HEX5=F;
				HEX4=F;
				HEX3=S;
				HEX2=space;
				HEX1=space;
				HEX0=space;
				state=3'b110;
			end
			3'b110: begin
				HEX5=F;
				HEX4=S;
				HEX3=space;
				HEX2=space;
				HEX1=space;
				HEX0=space;
				state=3'b111;
			end
			3'b111: begin
				HEX5=S;
				HEX4=space;
				HEX3=space;
				HEX2=space;
				HEX1=space;
				HEX0=space;
				state=3'b000;
			end
		endcase
		counter=0;
		end else begin
			counter=counter+1;
		end
endmodule 
```
==> impl.org <==
* Implementation run

** Synthesis
- Per the synth stats, the proportion of register bits with asynchronous set or reset is 0%.
- In the post-synthesis netlist, the biggest area contributors are edfxtp_1 (32%), dfxtp_1 (23%), buf_4 (5.6%).
- Post-synthesis register bit count :: 62
- The synthesized instance count is 260.
- Among all cell types in the netlist, the one instantiated most often is dfxtp_1.
- In this run, distinct cell masters in the synthesized netlist total 34.
- A synthesized cell averages 10.76 µm².
- The cell area that synthesis handed to floorplanning was 0.002796 mm².
- Top cell type's share of synthesized area :: 32.21%
- Leading register cell type out of synthesis :: dfxtp_1
- The post-synth count of flops with an enable pin is 30.
- In the Yosys report the total cell count is 260.
- The share of the Yosys chip area taken by registers is 55.12%.
- Yosys chip area :: 0.002796 mm²
- Most common library cells after synthesis :: dfxtp_1 (32), edfxtp_1 (30), nand2_1 (22), buf_4 (21)
- For this run, the number of Yosys warnings is 1.
- The cell type that accounts for the most area after synthesis is edfxtp_1.

** Clocking
- TritonCTS built the clock tree.
- Max Buffers Root-to-Sink :: 2
- Per the skew report, the later register of the worst-skew pair sees a clock latency of 0.34 ns.
- In the CTS report, the clock slew at the register clock pins of the worst setup and hold paths is listed as 0.07 ns.
- Clock Sinks :: 62
- The number of clock buffers added by TritonCTS is 9.
- Post-CTS resize count :: 0
- The clock H-tree reported by CTS has 3 levels.
- The tree is rooted in a clkbuf_8.
- Setup fix buffers added after clock tree synthesis :: 0
- The post-CTS hold buffer count recorded in the log is 0.

** STA
- Setup TNS :: 0 ns
- The final timing report lists a max-slew violation count of 0.
- Counting I/O delays and the setup requirement, the final critical path takes 2.206 ns.
- Final setup fails :: 0
- RSZ-0062 raised after global routing :: no
- For the pin with the worst max-slew slack, the measured transition is 0.8052 ns.
- The clock arrives with 0.007230 ns of skew.
- Maximum frequency from static timing analysis :: 0.4534 GHz
- Number of failing hold endpoints at the final stage :: 0
- Max_slew headroom :: 45.87%
- Post-layout period usage of the worst path :: 44.11%

** Route
- Number of diodes :: 0
- Iter 0 DRT Violations :: 99
- Via count :: 1,860
- TritonRoute reported its final design rule violation total as 0.
- Post-DRT Antenna Nets :: 0
- First-pass iteration count of the detailed router :: 18
- The routed design shows a via density per instance of 4.615.
- Summed over all layers, the routed wires come to 4.532 mm.
- Post-detailed-route wirelength per cell :: 11.25 µm

** Floorplanning
- Floorplan Core Area :: 0.008891 mm²
- Floorplan row count :: 34
- Chip area :: 0.009711 mm²
- The vertical die dimension reported for this design is 98.55 µm.
- FP Util :: 31.45%
- Floorplan die width :: 98.55 µm
- For this design the top-level I/O count stands at 49.

** Placed design
- Detailed placer's ending HPWL :: 3.172 mm
- GP Congestion :: 0.8407
- # placed instances :: 387
- The buffer_ports step reported a buffer count of 41.
- In this run the cell area measured after placement is 0.003184 mm².

** Setup path
- Cell family with most CP delay :: buffers and inverters
- The script reports the combined buffer and inverter count of the critical path as 1.
- The worst setup path is launched from a flip-flop.
- Per STA, the startpoint of the critical path is HEX0[6]$_SDFFCE_PP1N_.
- RR Startpoint :: counter[0]$_SDFF_PN0_
- Worst path required time :: 4.00 ns
- Setup slack on the worst reg-to-reg path comes out at 2.96 ns.
- STA puts the critical path data arrival time at 1.21 ns.
- STA classifies the critical path endpoint as an output port.
- Series of cell instances along the critical path :: clkdlybuf4s50_1
- The report shows a maximum critical-path fanout of 4.
- Crit-path slowest cell :: clkdlybuf4s50_1
- On the worst path, the slowest cell contributes a delay of 0.48 ns.
- Path type of the worst setup path :: reg -> out

** Cells and area
- In the final layout, the share of cells above drive strength 1 is 8.475%.
- Fin cells :: 403
- Number of fill cells :: 845
- Fin area :: 0.003382 mm²
- Measured on the finished design, the core utilization comes to 38.04%.
- Between the synthesized netlist and the finished layout, the area growth was recorded as 20.94%.

** Pwr
- The analysis attributes to cell leakage a power of 1.262 nW.
- The script computed the net switching share of total power as 20.52%.
- In this run the power spent charging and discharging nets is 195.5 µW.
- The internal portion of the total power is 757.2 µW.
- Dividing total power by cell area gives a power density of 281.7 mW/mm².
- Registers are responsible for 55.3% of the overall power.
- Per report_power, the clock group accounts for 44.7% of the total.
- Part of the power in combinational logic :: 0%
- The worst-case IR drop observed on VDD is 0.0001612 V.

** Global route
- Vias in the first global route :: 1,769
- Antenna violations before repair :: 0
- Total congestion overflow after global routing :: 0
- Summed over all routing layers, the global router reports a total usage of 10.23%.
- Wire length of the first global-routing pass :: 7.914 mm
- Largest net degree at the start of global routing :: 42

** Job
- The number of warnings reported in the stage logs is 33.
- Max-cap violations :: 0

** Run status
- Status :: completed

** Min path
- Per the hold report, the tightest min-delay path originates at counter[30]$_SDFF_PN0_.
- Checking hold timing, the worst path is listed with class reg -> reg.
==> state kept, by name, summed over array words and instances, names as in the netlist <==
register and flops:
HEX4 6, HEX1 4, HEX0 3, counter 32
HEX3 5, HEX2 3, state 3, HEX5 6
==> layer usage <==
metal	part of all wire (%)	vias up	wire, µm	track usage (%)
met1	46	862	2096	14.78
met3	5.6	2	254	2.886
met5	0	-	0	0
met2	48	49	2164	16.47
met4	0.35	0	16	1.263
li1	-	947	-	-
==> cells in the final DEF (no fill, tap or decap), drive strengths merged <==
cell type       n
and2            1
xor2           10
ha             10
nand3          11
o21ai           6
a31o            1
o21a            1
or2             4
nand4          16
o31ai           1
clkbuf          9
clkdlybuf4s50  41
nor3            5
nand2          22
nor4            9
or3             3
nor2           16
a21oi           5
a21boi          4
and3            6
nand2b          4
or4             3
conb            7
o21ba           1
dfxtp          32
edfxtp         30
bufinv          1
and4            1
clkinvlp        3
inv            10
nor4b           1
xnor2          16
clkinv          2
nor2b           2
buf             1
==> logic make-up after synthesis <==
| group | after synthesis | synth area share (%) |
|---|---|---|
| adders and majority gates | 10 | 4.474 |
| AOI/OAI and AO/OA | 19 | 4.251 |
| buffers and inverters | 38 | 8.143 |
| other | 1 | 0.1341 |
| and+or+nand+nor | 104 | 19.73 |
| xor gates and xnor gates | 26 | 8.143 |
| DFF | 62 | 55.12 |
==> path summary, 6_finish.rpt <==
| check | end | depth (start not counted) |
|---|---|---|
| setup / recovery | HEX1[4] | 1 |
| hold / removal | counter[30]$_SDFF_PN0_ | 1 |
| setup reg to reg | HEX4[3]$_DFFE_PN_ | 6 |
| hold reg to reg | counter[30]$_SDFF_PN0_ | 1 |
==> power groups by stage <==
| stage | sequential [mW] | combinational, mW | clock, mW |
|---|---|---|---|
| final | 0.527 | 0.0000937 | 0.426 |
| after global routing | 0.527 | 0.000314 | 0.460 |
| after CTS | 0.527 | 0.000151 | 0.437 |
==> area by class of cell <==
class	instances	area (µm²)	area share [%]
sequential	62	1541	45.58
timing repair buffer	42	417.9	12.36
tap	108	135.1	3.996
clock inverter	7	73.82	2.183
inverter	9	33.78	0.9989
multi-input combinational	166	1056	31.22
clock buffer	9	123.9	3.663
==> through the flow <==
stage	worst slack, ns	power [mW]	hold slack (ns)
floorplan	2.903	0.5421	0.4352
global placement	2.998	0.5385	0.4604
detailed placement	2.983	0.5384	0.4614
CTS	2.758	0.9641	0.4763
global route	2.726	0.9865	0.5078
finish	2.794	0.9527	0.4748
Power is estimated from default activity; no workload was simulated.
