--- ./run.sh ---
#!/bin/bash
# OpenROAD 26Q1-2900-gdf79404cd8, Yosys 0.63+post, stock flow scripts
make -C /OpenROAD-flow-scripts/flow DESIGN_CONFIG=/design/flow/config.mk WORK_HOME=/design/flow/orfs finish
--- ./config.mk ---
export PLATFORM = sky130hd
export DESIGN_NAME = Down_count
export DESIGN_NICKNAME = Down_count
export VERILOG_FILES = /design/flow/design.v
export SDC_FILE = /design/flow/constraint.sdc
export NUM_CORES = 4
export LEC_CHECK = 1
export CORE_AREA = 10 10 105 105
export DIE_AREA = 0 0 115 115
--- ./constraint.sdc ---
current_design Down_count

set clk_period 7.5
set clk_io_pct 0.2

create_clock -name clk0 -period $clk_period [get_ports {CLK}]

set non_clock_inputs [all_inputs -no_clocks]
set_input_delay [expr $clk_period * $clk_io_pct] -clock clk0 $non_clock_inputs
set_output_delay [expr $clk_period * $clk_io_pct] -clock clk0 [all_outputs]
--- ./design.v ---
module Down_count(KEY,CLK,EN,CLR,Q,DONE);
	input KEY,CLK,EN,CLR;
	input [10:0] Q;
	output reg DONE;
	integer count;
	always @(posedge CLK)
	begin
		if (CLR)
			count <= Q;
		else if (EN & KEY)
		begin
			count <= count - 1;
			if (count == 0)
				DONE <= 1;
			else
				DONE <= 0;
		end
	end
endmodule
==> impl_metrics.ini <==
; generated from flow reports
[pwr]
leakage_power_nw = 0.739
clockPowerShare_pct = 34.8
pwr_density_cell_nw_per_um2 = 173
p_sw_w = 0.0000868
p_sw_share_pct = 23.9
comb_power_share_pct = 9.4
power.sequential.fraction_pct = 55.7
internal_power_w = 0.000276
irDropWorstVdd_mv = 0.0574

[setup_path]
crit_arrival_ns = 3.37
worstPathMaxFanout = 18
end_kind = register
timing.setup.critical_path_class = in2reg
worstPathRequired_ns = 7.67
crit_path_cell_trace = clkdlybuf4s50_1 -> and2_1 -> nand4_1 -> nor4_1 -> mux2_2
timing.critical_path.from_type = input pin
cpLargestDelayFamily = simple AND/OR/NAND/NOR gates
worstPathBufferInverterCount = 1
critical-path-max-stage-delay_ns = 0.48
cp_slowest_cell = clkdlybuf4s50_1

[placement]
finalWeightedCongestion = 0.756
dp.final_hpwl_um = 2480
port_buffers = 15

[global_route]
first_global_vias = 1337
antenna_violations_before_repair = 0
grt.overflow.total = 0
wire_length_of_the_first_global_routing_pass_um = 6150
grt_max_degree = 54
global_route.usage.total_pct = 5.50

[status]
outcome = completed

[route]
remaining_drc_errors = 0
drt_initial_violations = 65
finalWirelength_um = 3500
post_drt_via_cell_ratio = 4.46
drt.antenna.violating_nets = 0
num_antenna_cells = 0
via_count = 1414
drt_first_pass_iters = 4
detail_route.wl_per_cell_um = 11.1

[clocking]
clock_tree.htree_level_count = 2
clk_pin_slew_worst_paths_ns = 0.07
post_cts_buffers = 0
clock_tree.root_cell = clkbuf_8
numClockSinks = 33
postCtsHoldBufs = 0
clkLatencyLatePin_ns = 0.28
cts_buffers = 5
tritoncts = built
clock_path_buffers = 2
cts_resized = 0

[floorplan]
core_area_um2 = 8760
die_width_um = 115
num_io_pins = 16
fp_util_pct = 20.0
chip_area_um2 = 13200
floorplan.rows = 34
die_y_um = 115

[flow_run]
maxCapViolCount = 0
stage_log_warnings = 25

[synth]
commonest_flop = dfxtp_1
area_of_the_mapped_netlist_um2 = 1750
synthDominantCellAreaShare_pct = 24.0
synth_chip_area_um2 = 1750
async_reset_ff_share_pct = 0
synth_cell_types = 34
topCellsByArea = dfxtp_1 (24%), edfxtp_1 (21%), mux2_2 (4.5%)
ys_cells = 192
avgSynthCellArea_um2 = 9.14
ys.flops = 33
enable_flop_cells = 12
synth-warning-count = 1
synth_cells = 192
postSynthSeqShare_pct = 44.5
top_area_cell = dfxtp_1

[final_timing]
finalCritPeriodShare_pct = 42.7
fin_worst_hold_slack_ns = 0.484
timing.final.setup_violations = 0
tns_ns = 0
max_slew_margin_pct = 59.5
rsz_0062_raised_after_global_routing = false
achievable-frequency_mhz = 312
worst_clock_skew_ns = 0.00945
post-route-min-period_ns = 3.20
maxSlewViolCount = 0
number_of_hold_slack_violations_in_the_final_timing_report = 0
timing_worst_slew_pin_value_ns = 0.605

[final_layout]
lay_top_count = dfxtp_1
layout_top_cells = dfxtp_1 (21), nand2_1 (19), nor2_1 (17), clkdlybuf4s50_1 (15), o21ai_0 (14)
fraction_of_final_layout_cells_sized_beyond_drive_strength_1_pct = 9.57
layout-area-overhead-vs-synth_pct = 19.8

[min_path]
worstHoldPathType = reg2reg
routing by layer:
metal	part of all wire (%)	GRT usage, %	vias up	wire length [um]
met2	45	8.52	15	1590
met4	1.3	0.908	0	45
met1	50	7.90	652	1760
met3	3.2	1.16	2	111
li1	-	-	745	-
met5	0	0	-	0
logic make-up after synthesis:
family | Yosys count | synth area share (%)
DFF | 33 | 44.5
and+or+nand+nor | 95 | 30.9
xor gates and xnor gates | 9 | 4.49
buffers and inverters | 9 | 1.93
adders and majority gates | 1 | 0.713
AOI/OAI and AO/OA | 37 | 12.3
muxes | 8 | 5.14
flip-flops by register name (all words and copies together) (netlist names):
name	flops
count	32
DONE	1
cells in the mapped netlist, types with 4 or more instances:
master and instances:
nor2b_1 8, dfxtp_1 21, nor4_1 9, clkbuf_1 7
a21oi_1 12, o21ai_0 14, edfxtp_1 12, nor2_1 17
nand2_1 19, nand4_1 4, xor2_1 7, or4_1 8
mux2_2 7, o31ai_1 8, nor3_1 6, or3_1 7
stage by stage:
step                instances  area (um2)  setup slack [ns]  utilization [%]  total power [W]
CTS                       317        2100              4.33             24.0         0.000367
global route              317        2100              4.08             24.0         0.000381
finish                    317        2100              4.30             24.0         0.000363
floorplan                 192        1750              4.83                -         0.000226
detailed placement        309        2020              4.02             23.1         0.000241
global placement          309        2020              4.08             23.1         0.000240
path summary, 6_finish.rpt:
path / start / to / cells past startpoint / slack [ns]
min reg2reg: count[19]$_SDFFE_PP0P_ / count[19]$_SDFFE_PP0P_ / 2 / 0.48
max: EN / count[30]$_SDFFE_PP0P_ / 5 / 4.30
min: count[19]$_SDFFE_PP0P_ / count[19]$_SDFFE_PP0P_ / 2 / 0.48
max reg2reg: count[0]$_DFFE_PP_ / count[30]$_SDFFE_PP0P_ / 6 / 4.88
layout make-up:
type / instances / area, um2
Sequential cell: 33 / 781
Timing Repair Buffer: 16 / 158
Fill cell: 959 / 6660
Multi-Input combinational cell: 150 / 940
Tap cell: 108 / 135
Inverter: 2 / 7.51
Clock inverter: 1 / 3.75
Clock buffer: 7 / 76.3
power by group through the flow:
stage	registers, W	clock network, W	logic (W)
finish	0.000202	0.000126	0.0000342
global route	0.000203	0.000139	0.0000386
CTS	0.000202	0.000130	0.0000347
tightest hold or removal path: cells and delay by family (launching register included):
| family | cells | cell delay, ns |
|---|---|---|
| DFF | 1 | 0.32 |
| AOI/OAI and AO/OA | 2 | 0.11 |
Power figures rest on the tool's default switching activity, not on a simulated workload.
